==> ./design.v <==
module DigitSeparator(
  input logic [8:0] displayValue,  
  output logic [3:0] thousands,      
  output logic [3:0] hundreds,       
  output logic [3:0] tens,           
  output logic [3:0] ones           
 ); 
   assign thousands = (displayValue / 1000) % 10;  
   assign hundreds = (displayValue / 100) % 10;
   assign tens = (displayValue / 10) % 10;
   assign ones = displayValue % 10;
endmodule
==> ./run.sh <==
#!/bin/bash
# OpenROAD 26Q1-2900-gdf79404cd8, Yosys 0.63+post, stock flow scripts
make -C /OpenROAD-flow-scripts/flow DESIGN_CONFIG=/design/flow/config.mk WORK_HOME=/design/flow/orfs finish
==> ./config.mk <==
export PLATFORM = sky130hd
export DESIGN_NAME = DigitSeparator
export DESIGN_NICKNAME = DigitSeparator
export VERILOG_FILES = /design/flow/design.v
export SDC_FILE = /design/flow/constraint.sdc
export NUM_CORES = 4
export LEC_CHECK = 1
export CORE_AREA = 10 10 70 70
export DIE_AREA = 0 0 80 80
==> ./constraint.sdc <==
current_design DigitSeparator

set clk_period 5.8
set clk_io_pct 0.2

create_clock -name clk0 -period $clk_period

set non_clock_inputs [all_inputs -no_clocks]
set_input_delay [expr $clk_period * $clk_io_pct] -clock clk0 $non_clock_inputs
set_output_delay [expr $clk_period * $clk_io_pct] -clock clk0 [all_outputs]
==> flow_metrics.py <==
# Auto-generated metrics
metrics = {
    "run": {
        "stage_log_warnings": 38,
        "drv_cap": 0,
    },
    "timing": {
        "timing.final.setup_violations": 5,
        "slew_viol_final": 0,
        "finalWorstSetupSlack_ps": -248,
        "hold_slack_ps": 3140,
        "unrepaired_setup_endpoints_after_global_routing": "yes",
        "post-route-period-util_pct": 104,
        "timing.final.crit_period_ps": 6050,
        "finalHoldViolations": 0,
        "fmax_ghz": 0.165,
    },
    "grt": {
        "routing_usage_on_met2_pct": 32.7,
        "use_met3_pct": 3.07,
        "first_pass_grt_wire_length_mm": 11.7,
        "grt_start_max_net_pins": 27,
        "total_global_route_track_usage_pct": 21.4,
        "gr-max-usage-layer": "met2",
        "overflow_left_after_global_routing": 0,
        "use_met1_pct": 31.8,
        "first_global_vias": 2460,
        "initial_antenna_violation_count": 0,
    },
    "drt": {
        "drcViolationCount": 0,
        "detailedRoute.firstPassIterationCount": 5,
        "final_antenna_net_count": 0,
        "detailroute.via_count": 2648,
        "route.final.wire_length_mm": 7.08,
        "antenna-diode-count": 0,
        "drt_iter0_drc": 273,
        "vias_per_cell": 6.17,
        "routedWlPerCell_um": 16.5,
    },
    "pwr": {
        "power.share.combinational_pct": 100.0,
        "switching_component_of_the_power_mw": 0.215,
        "p_clk_share_pct": 0,
        "ir_drop_v": 0.000129,
        "p_per_area_nw_per_um2": 147,
        "netSwitchingFraction_pct": 48.0,
        "power_report.internal_total_mw": 0.233,
        "power.share.sequential_pct": 0,
        "p_leak_nw": 1.33,
    },
    "floorplanning": {
        "num_io_pins": 25,
        "fp_util_pct": 54.3,
        "core_um2": 3420,
        "rows": 21,
        "die_area_um2": 6400,
        "die_width_um": 80,
        "floorplan.die.height_um": 80,
    },
    "critical_path": {
        "cp-end-kind": "primary output",
        "critical_path_arrival_ps": 4890,
        "critPathMaxFanout": 6,
        "cp_slowest_stage_delay_ps": 370,
        "cpMaxStageDelayCell": "a222oi_1",
        "cp_cell_sequence": "buf_6, nor2_4, inv_2, ha_4, and4b_1, a211o_1, o21ai_1, and4b_2, and2_4, o22ai_4, o22a_1, a222oi_1, o31ai_2, buf_4, a41o_1, xnor2_1, ha_2, nand2b_4, a32oi_1, buf_2",
        "critical_path_class": "input pin to primary output",
        "worst-endpoint-required_ps": 4640,
        "worstSetupStartpointType": "input pin",
    },
    "run_status": {
        "violations_in_the_final_reports": "setup timing",
        "status": "complete, but fails checks",
    },
    "finish": {
        "final_cell_area_um2": 3060,
        "instances_no_fill": 429,
        "area_delta_synth_final_pct": 64.8,
        "seq_cell_count": 0,
        "finish.utilization_pct": 89.5,
        "layout-drive-gt1-share_pct": 44.4,
        "final.clkbuf_count": 0,
        "final-seq-area_um2": 0,
    },
    "synth": {
        "syn-cell-area_um2": 1850,
        "mux_area_share_pct": 1.28,
        "instance_count_of_the_mapped_netlist": 280,
        "post_synth_and_or_nand_nor_area_fraction_pct": 31.4,
        "fa_ha_area_share_pct": 5.40,
        "yosysSeqAreaShare_pct": 0,
        "post_synth_xor_area_fraction_pct": 3.31,
        "synth.distinct_cells": 80,
        "synthAoiAreaFrac_pct": 46.4,
        "yosysChipArea_um2": 1850,
        "synth_warnings": 0,
        "top_logic_kind": "AND-OR/OR-AND gates",
        "synth-cells-yosys": 280,
        "syn_area_per_cell_um2": 6.62,
    },
    "placed_design": {
        "placement.io_buffers": 20,
        "placed_cells_incl_taps": 416,
        "placed_cell_area_um2": 2700,
        "place_congestion": 0.972,
        "dpl.hpwl_mm": 4.76,
        "dp_worst_setup_slack_ps": -997,
    },
    "hold_path": {
        "worstHoldPathCells": 2,
        "min-delay-path-class": "input pin to primary output",
    },
}
## worst max-delay path, delay by kind of cell
family,cells,cell delay (ps)
AND/OR/NAND/NOR,5,980
buffers and inverters,4,450
AND-OR/OR-AND,8,1640
adder cells (fa/ha/maj),2,500
XOR/XNOR,1,150
## synth_stat cells (3+ instances only)
master    count  area, um2
nor2b_1       4       25.0
o21ai_0      17       85.1
a21oi_1      19       95.1
clkbuf_1      5       18.8
o21ai_1       6       30.0
nand3_1      14       70.1
o32ai_1       3       26.3
buf_6         3       33.8
o211ai_1      7       52.6
a21o_1        4       30.0
a211o_1       4       35.0
buf_2         7       35.0
and4b_1       3       30.0
o21a_1        3       22.5
a31o_2        3       26.3
a31oi_1       4       25.0
nor2_1       21       78.8
and2_1        5       31.3
inv_1        16       60.1
nor3_1        9       45.0
nand2_1      18       67.6
nand2b_1      8       50.1
ha_1          8        100
xnor2_1       7       61.3
buf_4         9       67.6
a22oi_1       5       37.5
nand4_1       3       18.8
## power groups by stage
stage	sequential (mW)	clock, mW	combinational, mW
4_1_cts	0	0	0.426
5_1_grt	0	0	0.485
6_report	0	0	0.448
## layer usage
metal  wire [um]  vias to the layer above
met1        3410                     1244
met5           0                        -
met4          71                        0
met2        3040                      119
li1            -                     1275
met3         557                       10
## layout by cell type (no fill, tap or decap), drive strengths merged, types with 4 or more instances in the layout
cell             n
conb             5
and2             6
a31oi            4
xnor2            7
a21oi           20
nand2b           8
a21o             4
o211ai           7
a211oi           4
nor2            23
nor2b            4
a22oi            6
buf            108
o21ai           25
inv             16
nor3            10
clkdlybuf4s50   10
a211o            4
ha               8
nand2           18
nand3           14
## layout make-up
| type | instances | area [um2] |
|---|---|---|
| Timing Repair Buffer | 123 | 987 |
| Tap cell | 46 | 57.6 |
| Fill cell | 158 | 360 |
| Inverter | 18 | 71.3 |
| Multi-Input combinational cell | 242 | 1940 |
## what timing repair did
item | in CTS | in global routing
pin swaps | 30 | 4
endpoints found under the setup margin | 7 | 7
setup buffers | 13 | 0
gates cloned | 1 | 0
hold buffers | 0 | 0
resized | 72 | 11
## worst paths after layout
kind | from | endpoint
worst min-delay path | displayValue[0] | ones[0]
worst max-delay path | displayValue[6] | tens[3]
## metrics by stage
stage | total power [mW] | TNS (ps)
after floorplan | 0.216 | 0
after global placement | 0.388 | -4850
after detailed placement | 0.390 | -5170
after CTS | 0.426 | -258
after global routing | 0.485 | -1660
final | 0.448 | -733
## kinds of logic after synthesis
| group | after synthesis |
|---|---|
| muxes | 2 |
| other | 1 |
| adders and majority gates | 8 |
| xor gates and xnor gates | 7 |
| AOI/OAI and AO/OA | 114 |
| and+or+nand+nor | 106 |
| buffers and inverters | 42 |
No activity file was given, so power comes from the tool's default toggle rates.
